## ./run.sh

```bash
#!/bin/bash
# OpenROAD 26Q1-2900-gdf79404cd8, Yosys 0.63+post, stock flow scripts
make -C /OpenROAD-flow-scripts/flow DESIGN_CONFIG=/design/flow/config.mk WORK_HOME=/design/flow/orfs finish
```

## ./config.mk

```make
export PLATFORM = sky130hd
export DESIGN_NAME = FIFO
export DESIGN_NICKNAME = FIFO
export VERILOG_FILES = /design/flow/design.v
export SDC_FILE = /design/flow/constraint.sdc
export NUM_CORES = 4
export LEC_CHECK = 1
export CORE_UTILIZATION = 30
export SYNTH_HDL_FRONTEND = slang
```

## ./constraint.sdc

```tcl
current_design FIFO

set clk_period 7.8
set clk_io_pct 0.2

create_clock -name clk0 -period $clk_period [get_ports {CLOCK}]

set non_clock_inputs [all_inputs -no_clocks]
set_input_delay [expr $clk_period * $clk_io_pct] -clock clk0 $non_clock_inputs
set_output_delay [expr $clk_period * $clk_io_pct] -clock clk0 [all_outputs]
```

## ./design.v

```verilog
module DataPath_FIFO (
    input  CLK, RST_n, 
    input  e_countr, e_countw, e_USE_DW, UD_USE_DW, control,
    input WREN, RDEN,
    input [7:0] data_in,
    output [4:0] USE_DW,
    output reg [7:0] data_out
);
wire [$clog2(31)-1:0] wraddress; 
wire [$clog2(31)-1:0] rdaddress;
wire [7:0] DATA;
contador Countw
(
	.iCLK(CLK) ,	 
	.iRST_n(RST_n) ,	 
	.iENABLE(e_countw) ,	 
	.oCOUNT(wraddress) ,	 
	.iUP_DOWN(1'b1)
);
defparam Countw.fin_cuenta = 32; 
contador Countr
(
	.iCLK(CLK) ,	 
	.iRST_n(RST_n) ,	 
	.iENABLE(e_countr) ,	 
	.oCOUNT(rdaddress) ,	 
	.iUP_DOWN(1'b1)
);
defparam Countr.fin_cuenta = 32; 
contador Use_DW
(
	.iCLK(CLK) ,	 
	.iRST_n(RST_n) ,	 
	.iENABLE(e_USE_DW) ,	 
	.oCOUNT(USE_DW) ,	 
	.iUP_DOWN(UD_USE_DW)
);
defparam Use_DW.fin_cuenta = 32;  
ram_dp  Ram_dp (
    .clock(CLK),
    .rden(RDEN),
    .wren(WREN),
    .data_in(data_in), 
    .wraddress(wraddress), 
    .rdaddress(rdaddress),
    .data_out(DATA)
);
always@(posedge CLK)
begin
	if(control)
		data_out <= data_in;
	else
		data_out <= DATA;
end
endmodule
module FIFO(
	input [7:0] DATA_IN,
	input READ, WRITE, CLEAR_N, RESET_N, CLOCK,
	output[7:0] DATA_OUT,
	output [4:0] USE_DW,
	output F_FULL_N, F_EMPTY_N
);
wire e_countr, e_countw,e_USE_DW, UD_USE_DW;
wire WREN, RDEN, control;
wire RESET;
and(RESET, RESET_N, CLEAR_N);
DataPath_FIFO DataPath_FIFO
(
	.CLK(CLOCK) ,	
	.RST_n(RESET) ,	
	.e_countr(e_countr) ,	
	.e_countw(e_countw) ,
	.e_USE_DW(e_USE_DW) ,
	.UD_USE_DW(UD_USE_DW) ,
	.WREN(WREN) ,
	.RDEN(RDEN) ,
	.data_in(DATA_IN) ,
	.USE_DW(USE_DW) ,
	.control(control),
	.data_out(DATA_OUT) 
);
FSM_FIFO FSM_FIFO
(
	.CLK(CLOCK) ,	
	.RESET_N(RESET) ,
	.CLEAR_N(RESET) ,
	.READ(READ) ,	
	.control(control),
	.WRITE(WRITE) ,	
	.USE_DW(USE_DW) ,
	.F_FULL_N(F_FULL_N) ,
	.F_EMPTY_N(F_EMPTY_N) ,
	.UD_USE_DW(UD_USE_DW) ,	
	.e_countw(e_countw) ,	
	.e_countr(e_countr) ,	
	.e_USE_DW(e_USE_DW) ,	
	.WREN(WREN) ,	
	.RDEN(RDEN) 	
);
property vaciado;  
	@(posedge CLOCK) not (READ==1'b1 && F_EMPTY_N==1'b0 && WRITE==1'b0);
endproperty
sobrevaciado:assert property  (vaciado) else $error("leyendo de una fifo vacia");
endmodule 
module FSM_FIFO (
	input CLK, RESET_N,
	input CLEAR_N, READ, WRITE, 
	input [4:0] USE_DW,
	output reg F_FULL_N, F_EMPTY_N, UD_USE_DW,
	output reg e_countw,e_countr, e_USE_DW, WREN, RDEN, control
);
reg [1:0] state, next_state;
localparam [1:0] vacio = 2'b00, otros = 2'b01, lleno = 2'b10;
always @(posedge CLK or negedge RESET_N)
	begin
		if(!RESET_N)
			state <= vacio;
		else if (!CLEAR_N)
			state <= vacio;
		else
			state <= next_state;
	end
always @(WRITE, READ, USE_DW, state)
begin
		case (state)
			vacio:
				begin
					if(WRITE == 1 && READ == 0)
						next_state = otros;
					else
						next_state = vacio;
				end
			otros:
				begin
					if (WRITE)
						if(READ)
							next_state = otros;
						else
							begin
								if(USE_DW == 31)
									next_state = lleno;
								else
									next_state = otros;
							end
					else
						if(!READ)
							next_state = otros;
						else
							begin
								if(USE_DW == 1)
									next_state = vacio;
								else
									next_state = otros;
							end
				end
			lleno:
				begin
					if (WRITE)
						next_state = lleno; 
					else
						if (READ)
							next_state = otros;
						else
							next_state = lleno;
				end
			default: next_state = vacio;
		endcase 
	end
always @(state, READ, WRITE)
	begin
		case (state)
			vacio:
				begin
					F_EMPTY_N = 0;
					F_FULL_N = 1;
					if (WRITE && READ)
						begin
							WREN = 1;
							RDEN = 1;
							e_countw = 0;
							e_countr = 0;
							e_USE_DW = 0;
							UD_USE_DW = 1;
							control = 1;
						end
					else if (WRITE == 1 && READ == 0)
						begin
							WREN = 1;
							RDEN = 0;
							e_countw = 1;
							e_countr = 0;
							e_USE_DW = 1;
							UD_USE_DW = 1;
							control = 0;
						end
					else
						begin
							WREN = 0;
							RDEN = 0;
							e_countw = 0;
							e_countr = 0;
							e_USE_DW = 0;
							UD_USE_DW = 1;
							control = 0;
						end
				end
			otros:
				begin
					F_EMPTY_N = 1;
					F_FULL_N = 1;
					control = 0;
					if (WRITE)
						if (READ)
							begin
								WREN = 1;  
								RDEN = 1;  
								e_countw = 1;
								e_countr = 1;
								e_USE_DW = 0;
								UD_USE_DW = 1;
							end
						else
							begin
								WREN = 1;  
								RDEN = 0;  
								e_countw = 1;
								e_countr = 0;
								e_USE_DW = 1;
								UD_USE_DW = 1;
							end
					else if (!WRITE && READ)
						begin
							WREN = 0;  
							RDEN = 1;  
							e_countw = 0;
							e_countr = 1;
							e_USE_DW = 1;
							UD_USE_DW = 0;
						end
					else
						begin
							WREN = 0;  
							RDEN = 0;  
							e_countw = 0;
							e_countr = 0;
							e_USE_DW = 0;
							UD_USE_DW = 1;
						end
				end
			lleno:
				begin
					F_EMPTY_N = 1;
					F_FULL_N = 0;
					control = 0;
					if (WRITE && READ)
						begin
							WREN = 1;  
							RDEN = 1;  
							e_countw = 1;
							e_countr = 1;
							e_USE_DW = 0;
							UD_USE_DW = 1;
						end
					else if (!WRITE && READ)
						begin
							WREN = 0;  
							RDEN = 1;  
							e_countw = 0;
							e_countr = 1;
							e_USE_DW = 1;
							UD_USE_DW = 0;
						end
					else
						begin
							WREN = 0;  
							RDEN = 0;  
							e_countw = 0;
							e_countr = 0;
							e_USE_DW = 0;
							UD_USE_DW = 1;
						end
				end
			default:
				begin
					F_EMPTY_N = 1;
					F_FULL_N = 1;
					control = 0;
					WREN = 0;  
					RDEN = 0;  
					e_countw = 0;
					e_countr = 0;
					e_USE_DW = 0;
					UD_USE_DW = 1;
				end
		endcase
	end
endmodule 
module contador (iCLK, iRST_n, iENABLE, iUP_DOWN, oCOUNT, oTC, oTCMedios);
	parameter fin_cuenta = 20;  
	parameter n = $clog2(fin_cuenta-1);  
	input iCLK, iRST_n, iENABLE, iUP_DOWN;
	output reg [n-1:0] oCOUNT;
	output oTC,oTCMedios;
	always @(posedge iCLK)
	begin
		if (!iRST_n)			 
			oCOUNT <= 0;
		else if (iENABLE)		 
			begin
			if (iUP_DOWN)		 
				begin
				if(oCOUNT == fin_cuenta-1)  
					oCOUNT <= 0;
				else
					oCOUNT <= oCOUNT + 1;  
				end
			else						 
				begin
				if(oCOUNT == 0)	 
					oCOUNT <= fin_cuenta-1;
				else					 
					oCOUNT <= oCOUNT -1;
				end
			end
	end
	assign oTC = (iUP_DOWN)? ((oCOUNT == (fin_cuenta-1))? iENABLE :0) : ((oCOUNT == 0)? iENABLE : 0);
	assign oTCMedios = (iUP_DOWN)? ((oCOUNT == (fin_cuenta/2))? iENABLE :0) : ((oCOUNT == 0)? iENABLE : 0);
endmodule 
module ram_dp #(parameter mem_depth=32, parameter size=8)
(
input [size-1:0] data_in,
input wren,clock,rden,
input [$clog2(mem_depth-1)-1:0] wraddress, 
input [$clog2(mem_depth-1)-1:0] rdaddress,
output logic [size-1:0] data_out
);
logic [size-1:0] mem [mem_depth-1 :0];
always_ff @(posedge clock)
begin
  if (wren==1'b1)
        mem[wraddress]<=data_in;
  if (rden==1'b1)
        data_out<=mem[rdaddress];   
end     
endmodule 
```

==> qor.yml <==
pwr:
  pwr_density_cell_nw_per_um2: 234
  p_total_mw: 3.16
  seq_power_share_pct: 54.1
  switching_share_pct: 19.8
  power.switching_mw: 0.626
  power.share.clock_pct: 43.1
  max-vdd-ir-drop_uv: 135
  combPwrFrac_pct: 2.8
  leakage_nw: 4.17
  internal_power_mw: 2.54
worst_setup_path:
  crit_end: "DataPath_FIFO.Ram_dp.mem[15][4]"
  crit_slowest_cell: "nor2_1"
  cp_num_buf_inv: 1
  critical_path.endpoint_type: "flip-flop"
  timing.critical_path.cells: "clkdlybuf4s50_1 > ha_1 > nand2_1 > nand2_1 > nand2_1 > nor2_1"
  path_common_cell: "nand2_1"
  crit_start: "WRITE"
  timing.rr.end: "DataPath_FIFO.Ram_dp.data_out[5]"
  cp_data_required_time_ns: 7.96
  cp_num_cells: 6
  r2r_slack_ns: 5.13
  ff2ff_path_depth: 5
  setup.worst_path.start_class: "input port"
  crit_family: "simple AND/OR/NAND/NOR gates"
  largest_fanout_on_the_critical_path: 8
  rr_startpoint: "DataPath_FIFO.Countr.oCOUNT[0]"
  timing.critical_path.slowest_cell_delay_ns: 0.69
  worst-endpoint-arrival_ns: 3.79
  setup.worst_path.class: "input port to flip-flop"
sta:
  clock.fmax_mhz: 276
  worst-slew-pin-transition_ns: 0.766
  fin_hold_ws_ns: 0.482
  setup_violators_final: 0
  rsz0062_at_grt: "no"
  final_cycle_utilization_of_the_critical_path_pct: 46.5
  hold_viol_final: 0
  max_slew_margin_pct: 48.9
  layout_min_cycle_time_ns: 3.63
  slew_viol_final: 0
  finalClockSkew_ns: 0.0177
  timing.final.ws_setup_ns: 4.17
  setup_total_negative_slack_ns: 0
cells_and_area:
  syn2layout_area_growth_pct: 15.2
  final_core_util_pct: 35.0
  multi_input_comb_area_um2: 3040
  filler_cell_count: 3594
  flop_area_um2: 8470
  drive_gt1_share_pct: 14.3
synthesis:
  edf_count: 264
  synth.distinct_cells: 54
  post-synth-top-count-cell: "edfxtp_1"
  mappedNetlistArea_um2: 11800
  ys_seq_elements: 290
  top_cells_by_area: "edfxtp_1, mux4_2, mux2i_1, dfxtp_1, ha_1"
  area_reported_by_yosys_stat_um2: 11800
  common_cells: "edfxtp_1, mux2i_1, nor2_1, nand2_1, mux4_2"
  dominantRegCellSynth: "edfxtp_1"
  netlist.area_leader.share_pct: 67.5
  syn_area_per_cell_um2: 16.8
  yosysCellCount: 701
  yosys.stat.seqShare_pct: 72.0
  yosysTopAreaCell: "edfxtp_1"
  ys.warnings.count: 0
  post_synth_inst_count: 701
  async_flop_share_pct: 1.03
outcome:
  status: "finished, final reports clean"
cts:
  holdBufCountCts: 0
  buffer_levels_on_the_longest_clock_path: 3
  clock_root_buffer: "clkbuf_16"
  cts.reportedPaths.clkPinSlew_ns: 0.06
  htree_levels: 1
  cts_repair_resize_count: 0
  cts_inserted_buffers: 29
  cts_setup_buffers: 0
  cts_tree: "done"
  clock_insertion_delay_worst_skew_ns: 0.55
  numClockSinks: 290
global_route:
  first_global_vias: 6645
  grt_start_max_net_pins: 45
  grt_antenna_before_repair: 0
  grt_first_pass_wirelength_mm: 39.2
  grt_use_total_pct: 14.3
  grt_remaining_overflow: 0
detailed_routing:
  via_per_inst: 4.84
  drt_first_iter_violations: 439
  number_of_nets_with_antenna_violations_after_detailed_routing: 0
  detail_route.drc_violations: 0
  via_count: 6181
  post_drt_wl_per_cell_um: 20.1
  antenna_cells_inserted: 0
  detail_route.first_pass.iterations: 4
  route.final.wire_length_mm: 25.7
flow_run:
  maxCapViolations: 0
  warnings: 36
floorplanning:
  placementRows: 72
  dieArea_um2: 40000
  coreArea_um2: 38600
  pin_count: 28
  die_width_um: 200
  floorplan.die.height_um: 200
  fp_core_util_pct: 30.4
placement:
  io_buffer_count: 27
  post-place-ws_ns: 3.62
  hpwlAfterDp_mm: 15.7
  globalplace.congestion: 0.915
min_path:
  min_path_cells: 1
  hold_path.class: "flip-flop to flip-flop"
[through the flow]
| stage | cells | area (um^2) |
|---|---|---|
| 6_report | 1278 | 13500 |
| 5_1_grt | 1278 | 13500 |
| 4_1_cts | 1278 | 13500 |
| 3_5_place_dp | 1224 | 12600 |
| 3_3_place_gp | 1224 | 12600 |
| 2_1_floorplan | 701 | 11800 |
[registers in the layout (all words and copies together), names as in the netlist]
| signal | flops |
|---|---|
| DataPath_FIFO.Countr.oCOUNT | 5 |
| DataPath_FIFO.Ram_dp.mem | 256 |
| DataPath_FIFO.Countw.oCOUNT | 5 |
| DataPath_FIFO.Use_DW.oCOUNT | 5 |
| DataPath_FIFO.data_out | 8 |
| FSM_FIFO.state | 3 |
| DataPath_FIFO.Ram_dp.data_out | 8 |
[cell families (layout without fill, tap and decap cells)]
kind of cell	Yosys count	count (layout)	synth area share [%]
AOI/OAI and AO/OA	89	89	5.09
muxes	110	110	12.9
buffers and inverters	47	106	2.10
and+or+nand+nor	147	147	5.98
DFF	290	290	72.0
adders and majority gates	18	18	1.92
[worst min-delay path by stage]
stage,from,to,slack [ns]
after CTS,DataPath_FIFO.Ram_dp.data_out[0],DataPath_FIFO.data_out[0],0.49
after global routing,DataPath_FIFO.Ram_dp.data_out[0],DataPath_FIFO.data_out[0],0.49
final,DataPath_FIFO.Ram_dp.data_out[0],DataPath_FIFO.data_out[0],0.48
[placed cells by master (no fill, tap or decap), types with 3 or more instances in the layout]
master and count:
inv_1 11, o21ai_0 7, clkinvlp_4 4, a31oi_1 3, a21oi_1 27, clkinv_1 5
bufinv_16 3, nand3b_1 4, nand2_1 39, a221oi_1 8, edfxtp_1 264, dfxtp_1 21
nor3_1 4, nand3_1 28, buf_4 14, and3_1 4, nor2_1 46, clkinv_4 3
a22o_1 8, mux2_2 8, clkdlybuf4s50_1 27, clkinv_2 5, mux4_2 32, o21ai_1 8
a22oi_1 18, clkbuf_16 29, ha_1 18, mux2i_1 69
[power by group through the flow]
stage     Clock, mW  Sequential [mW]  Combinational [mW]
6_report       1.36             1.71              0.0890
5_1_grt        1.45             1.71              0.0989
4_1_cts        1.39             1.71              0.0915
[routing by layer]
layer	up-vias	part of all wire [%]	wire, um	track usage [%]
met4	0	2.8	730	3.42
met5	-	0	0	0
met3	51	12	3110	8.38
met1	2964	38	9900	17.8
li1	2838	-	-	-
met2	328	47	12000	21.9
[final cells by class]
type | instances | share of cell area (%)
clock buffers | 32 | 5.59
well taps | 518 | 4.79
clock inverters | 22 | 1.53
inverters | 11 | 0.305
multi-input cells | 364 | 22.4
repair buffers | 41 | 2.77
flip-flops and latches | 290 | 62.6
[worst reg2reg max path: stages (launching register included)]
cell and delay [ns]:
dfxtp_2 0.31, buf_4 0.55, mux4_2 0.66, a22o_1 0.28
a221oi_1 0.44, nand3_1 0.16
No activity file was given, so power comes from the tool's default toggle rates.
